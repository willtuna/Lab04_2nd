==> design.v <==
module debounce(clk,rst,in,out);
parameter num = 12;
input clk,rst;
input [num-1:0] in;
output [num-1:0] out;
wire [num-1:0] prev_out,current_out;
wire dclk;
debounce_clk db_clk(clk,rst,dclk);
		FF #(12) ff1(in,prev_out,dclk,rst);
		FF #(12) ff12(prev_out,current_out,dclk,rst);
assign  out = prev_out & current_out;
endmodule 
module FF(d,q,clk,rst);
parameter num = 5;
input clk,rst;
input [num-1:0] d;
output reg[num-1:0] q;
reg [num-1:0] next_q;
always@(posedge clk)begin
		if(rst) q<= {num{1'b0}};
		else
				q<= next_q;
end
always@(*)begin
		if(rst) next_q = {num{1'b0}};
		else
				next_q = d;
end
endmodule
module debounce_clk(clk,rst,dclk);
		input clk,rst;
		output reg dclk;
		reg [15:0] count_val;
   parameter [15:0] end_val = 16'hC350;		 
   always@(posedge clk or posedge rst)begin
		if(rst)begin
				dclk <= 1'b0;
				count_val <= 16'b0;
		end
		else if(count_val == end_val)begin
				dclk <= 1'b1;
				count_val <= 16'b0;
		end
		else begin
				count_val <= count_val + 16'd1;
				dclk <= 1'b0;
		end
   end
endmodule
module fsm(		
				clk,
				set,
				input_value,
				turn_zero,
				start,
				suspend,
				restart,
				end_transmission,
				rst,
				data_out,
				slave_select,
				begin_transmission,
				state
				);
input clk,set,start,suspend,restart,rst,turn_zero,end_transmission;
input [5:0]	input_value;  
output reg [47:0] data_out;
output reg slave_select, begin_transmission;
wire  [15:0] ascii_out;
output reg [5:0] state;
reg [5:0] set_value, current_value;
reg  sus_click,finish, end_display;
reg [2:0] current_state, next_state;
reg [26:0] delay_cnt;
parameter delay_cnt_max =  27'd125_000_000;
		twodigit2ascii ascii_decoder(current_value, ascii_out);
		always@(posedge clk)begin
				if(rst)
						current_state <= 3'b000;
                else
						current_state <= next_state;
		end
		always@(clk)begin
				if(rst)begin
						next_state = 3'b000;
				end
				else begin
						case(current_state) 
						3'b000 : 
									if(start && set)
										next_state = 3'b101;
								    else
										next_state = current_state;
						3'b001:
								    if(sus_click == 1'b0)
										next_state = 3'b101;
								    else
										next_state = current_state;
						3'b101:
								    if(end_display && finish == 1'b0)
										next_state = 3'b100;
								    else if(end_display && finish == 1'b1)
										next_state = 3'b111;
								    else
										next_state = current_state;
						3'b100: 
										if(delay_cnt == delay_cnt_max)
												next_state = 3'b001;
										else
												next_state = current_state;
						3'b111:
								    if(start==1'b0 && set== 1'b0)
										next_state = 3'b000;
								    else
										next_state = current_state;
						default:
										next_state = current_state;
						endcase
				end
		end
		always@(posedge clk)begin
				if(rst)begin
						current_value <= 6'd0;
						set_value     <= 6'd0;
				end
				else begin
						case(current_state)
								3'b000:	begin
												if(set)begin
														set_value <=  input_value; 
														current_value <= input_value;
												end
												else begin
														set_value <=  6'd0;
														current_value <= 6'd0;
												end
										end
								3'b001: begin
												if(turn_zero)  
														current_value <= 6'd0;
												else if(restart)
														current_value <= set_value;
												else if(sus_click)
														current_value <= current_value;
												else
														current_value <= current_value -1;
										end
								3'b100:
												if(restart)
														current_value <= set_value;
												else
														current_value <= current_value;
								default:begin
										current_value <= current_value;
										set_value <= set_value;
								end
						endcase
				end
		end
		always@(*)begin
				if(suspend == 1'b1 )begin
						sus_click = 1'b1;
				end
				else	begin
						sus_click = 1'b0;
				end
		end
		always@(*)begin
				if(rst) finish <= 1'b0;
				else if(current_state == 3'b001)begin
						if( current_value == 6'd0 || turn_zero == 1'b1)
								finish <= 1'b1;
						else
								finish <= 1'b0;
				end
				else
								finish <= finish;
		end
		always@(posedge clk)begin
				if(rst) slave_select <= 1'b1;
				else slave_select <= 1'b0;
		end
		always@(*)begin
				case(current_state)
						3'b101:
										if(end_transmission == 1'b1)
												end_display = 1'b1;
										else
												end_display = 1'b0;
						default:
										end_display = 1'b0;
				endcase
		end
always@(posedge clk)begin
		if(rst) data_out[47:0] <= 48'b0;
		else data_out[47:0] <= {24'h1B5B6A,ascii_out[15:8],ascii_out[7:0],8'h00};
end
reg  first_begin_done;
always@(clk)begin
		if(current_state == 3'b101)begin
		    		if(begin_transmission == 1'b1)
						first_begin_done <= 1'b1;
				    else 
						first_begin_done <= first_begin_done;
		end
		else
						first_begin_done <= 1'b0;
end
reg [3:0] end_buf;
always@(posedge clk)begin
				if(rst) end_buf <= 4'b0;
				else begin
						end_buf[0] <= end_transmission;
						end_buf[3:1] <= end_buf [2:0];
				end
end
		always@(posedge clk)begin
		   case(current_state)
				3'b101:
								if(end_display == 1'b1) 
										begin_transmission <= 1'b0;
								else if(end_display == 'd0 && first_begin_done == 1'b0) 
										begin_transmission <= 1'b1;
								else
										begin_transmission <= 1'b0;
				default:
								begin_transmission <= 1'b0;
		   endcase
		end
		always@(posedge clk)begin
				if(rst)
						delay_cnt <= 'd0;
				else begin
						case(current_state)
								3'b100:  
												 if(sus_click || restart)
														delay_cnt <= delay_cnt;
												 else if(delay_cnt < delay_cnt_max)
														delay_cnt <= delay_cnt + 'd1;
												 else
														delay_cnt <= 'd0;
										default:
												delay_cnt <= 'd0;
						endcase
				end
		end
		always@(clk)begin
				if(rst)begin
						state = 6'b0;
				end
				else begin
						case(current_state) 
						3'b000 : 
										state = 6'b000_001;
						3'b001:
										state = 6'b000_010;
						3'b101:
										state = 6'b000_100;
						3'b100: 
										state = 6'b001_000;
						3'b111:
										state = 6'b010_000;
						default:
										state = 6'b100_000;
						endcase
				end
		end
endmodule
module twodigit2ascii(in, out);
		input [5:0] in;  
		output reg [15:0] out;
		reg [5:0] digit10;
		reg [5:0] digit1;
		always@(in)begin
				digit10 = in / 6'd10;		
				digit1  = in % 6'd10;
		end
		always@(*)begin
				case(digit10) 
					6'd0 : out[15:8] =  8'b0011_0000;
                    6'd1 : out[15:8] =  8'b0011_0001;
                    6'd2 : out[15:8] =  8'b0011_0010;
                    6'd3 : out[15:8] =  8'b0011_0011;
                    6'd4 : out[15:8] =  8'b0011_0100;
                    6'd5 : out[15:8] =  8'b0011_0101;
                    6'd6 : out[15:8] =  8'b0011_0110;
                    6'd7 : out[15:8] =  8'b0011_0111;
                    6'd8 : out[15:8] =  8'b0011_1000;
                    6'd9 : out[15:8] =  8'b0011_1001;
				default :
						out[15:8] = 8'b0;
				endcase
		end
		always@(*)begin
				case(digit1)
					6'd0 : out[7:0] =  8'b0011_0000;
                    6'd1 : out[7:0] =  8'b0011_0001;
                    6'd2 : out[7:0] =  8'b0011_0010;
                    6'd3 : out[7:0] =  8'b0011_0011;
                    6'd4 : out[7:0] =  8'b0011_0100;
                    6'd5 : out[7:0] =  8'b0011_0101;
                    6'd6 : out[7:0] =  8'b0011_0110;
                    6'd7 : out[7:0] =  8'b0011_0111;
                    6'd8 : out[7:0] =  8'b0011_1000;
                    6'd9 : out[7:0] =  8'b0011_1001;
				default :
						out[7:0] = 8'b0;
				endcase
		end
endmodule
`timescale 1ns / 1ps
module spi_interface(
    clk,
    rst,
    send_data,
    begin_transmission,
    slave_select,
    miso,
    end_transmission,
    mosi,
    sclk
    );
    input clk;
    input rst;
    input [47:0] send_data;
    input begin_transmission;
    input slave_select;
    input miso;
    output end_transmission;
    output mosi;
    output sclk;
	wire sclk;
	reg mosi, end_transmission;
	parameter [1:0] stateIdle = 0,
						 stateRxTx = 1,
						 stateHold = 2;
	reg [1:0] STATE;
	parameter [11:0] SPI_CLK_COUNT_MAX = 12'H1F4;			 
	reg [11:0] spi_clk_count;
	reg sclk_buffer;
	reg sclk_previous;
	parameter [5:0] RX_COUNT_MAX = 6'd48;
	reg [5:0] rx_count;
	reg [47:0] shift_register;
	assign sclk = sclk_previous;
	always @(posedge clk) begin
			if(rst == 1'b1) begin
					mosi <= 1'b1;
					STATE <= stateIdle;
					shift_register <= 8'h00;
					end_transmission <= 1'b0;
					rx_count <= 4'h0;
			end
			else begin
					case(STATE)
							stateIdle : begin
									end_transmission <= 1'b0;
									if(begin_transmission == 1'b1) begin
											STATE <= stateRxTx;
											rx_count <= 4'h0;
											shift_register <= send_data;
									end
							end
							stateRxTx : begin
									if(rx_count < RX_COUNT_MAX) begin
											if(sclk_previous == 1'b1 && sclk_buffer == 1'b0) begin
													mosi <= shift_register[47];
											end
											else if(sclk_previous == 1'b0 && sclk_buffer == 1'b1) begin
													shift_register[47:1] <= shift_register[46:0];
													shift_register[0] <= miso;
													rx_count <= rx_count + 1'b1;
											end
									end
									else begin
											STATE <= stateHold;
											end_transmission <=1'b1;
									end
							end
							stateHold : begin
									end_transmission <= 1'b0;
									if(slave_select == 1'b1) begin
											mosi <= 1'b1;
											STATE <= stateIdle;
									end
									else if(begin_transmission == 1'b1) begin
											STATE <= stateRxTx;
											rx_count <= 4'h0;
											shift_register <= send_data;
									end
							end
							default : begin
							end
					endcase
			end
	end
	always @(posedge clk) begin
			if(rst == 1'b1) begin
					sclk_previous <= 1'b1;
					sclk_buffer <= 1'b0;
					spi_clk_count <= 12'h000;
			end
			else if(STATE == stateRxTx) begin
					if(spi_clk_count == SPI_CLK_COUNT_MAX) begin
							sclk_buffer <= ~sclk_buffer;
							spi_clk_count <= 12'h000;
					end
					else begin
							sclk_previous <= sclk_buffer;
							spi_clk_count <= spi_clk_count + 1'b1;
					end
			end
			else begin
					sclk_previous <= 1'b1;
			end
	end
endmodule
module CountDown_dcs55(
				clk,
				set,
				input_value, 
				turn_zero,
				start,
				suspend,
				restart, 
				rst,
				ss,
				mosi,
				miso,
				sclk,
				state
				);
		input clk, set, turn_zero, start, suspend,restart,rst;
	    input [5:0] input_value;
		input miso;
		output ss,mosi,sclk;
		output  [5:0] state;
		wire  end_transmission;
		wire  [47:0] data_out;
		wire begin_transmission;
		fsm MasterFSM(clk,set,input_value,turn_zero,start,suspend,restart,end_transmission,rst, data_out, ss ,begin_transmission, state );
		spi_interface spi(clk,rst,data_out,begin_transmission,ss,miso,end_transmission,mosi,sclk);
endmodule
==> run.sh <==
#!/bin/bash
# OpenROAD 26Q1-2900-gdf79404cd8, Yosys 0.63+post, stock flow scripts
make -C /OpenROAD-flow-scripts/flow DESIGN_CONFIG=/design/flow/config.mk WORK_HOME=/design/flow/orfs finish
==> config.mk <==
export PLATFORM = sky130hd
export DESIGN_NAME = debounce
export DESIGN_NICKNAME = debounce
export VERILOG_FILES = /design/flow/design.v
export SDC_FILE = /design/flow/constraint.sdc
export NUM_CORES = 4
export LEC_CHECK = 1
export CORE_UTILIZATION = 30
export SYNTH_HDL_FRONTEND = slang
==> constraint.sdc <==
current_design debounce

set clk_period 2.9
set clk_io_pct 0.2

create_clock -name clk0 -period $clk_period [get_ports {clk}]

set non_clock_inputs [all_inputs -no_clocks]
set_input_delay [expr $clk_period * $clk_io_pct] -clock clk0 $non_clock_inputs
set_output_delay [expr $clk_period * $clk_io_pct] -clock clk0 [all_outputs]
==> reports/qor.txt <==
Required @ worst endpoint: 3.03 ns
critical path's top delay family: flip-flops
CTS Hold Bufs: 0
Core Box Area: 4880 sq um
DRT iter0 DRCs: 33
gr ovfl total: 0
synthesized area: 1570 sq um
count of unclocked register or latch pins: 24
Final Setup Violations: 0
Final period util: 55.3%
port bufs: 25
die height: 74.4 microns
Yosys top cell by area: dfxtp_1
Metal-1 WL: 1.26 mm
Yosys reg bits: 41
Latency at later pin: 0.25 ns
synthesis-to-layout area growth: 24.1%
worst-path maximum fanout: 8
Lkg Pwr: 0.841 nW
Fin Hold WS: 0.528 ns
wire per inst: 10.3 microns
Hold Crit Class: reg -> reg
WP data arrival: 1.73 ns
chip width: 74.4 microns
final setup TNS: 0 ns
Final Hold Vio Count: 0
Post CTS Setup Buffer Count: 0
# Cells Yosys: 136
first-pass GRT wire length: 4.10 mm
CTS tree: done
Starting Density: 32.3%
critical path class: reg -> reg
number of gates resized after CTS: 0
tool warnings: 26
chip area: 5540 sq um
dpl hpwl: 1.77 mm
fin. max-slew vios: 0
slowest stage delay, CP: 0.45 ns
worst path cell trace: inv_1, ha_1, nor4b_4, nand4_2, clkinv_2, nor2_1, mux2_4
worst slew pin tran: 0.624 ns
Setup crit end kind: flop
diodes inserted: 0
area share, top type: 30.5%
clk slew on worst S/H paths: 0.06 ns
met2 wire length: 933 microns
Crit-path slowest cell: dfrtp_1
vias in the first global route: 890
average cell area after synthesis: 11.6 sq um
post-route ant nets: 0
fin crit period: 1.60 ns
PwrDens: 228 nW/um^2
Max Cap Viol: 0
DR DRC count: 0
GP Congestion: 0.782
filler cell count: 465
RSZ-0062 raised after global routing: false
fmax: 0.623 GHz
status: completed
Via Count: 955
H-Tree Depth: 1
Inserted Clock Buffers: 3
Clock Skew: 0.00508 ns
cells after synthesis: 136
WL final: 2.39 mm
Netlist cell types: 32
Levels on crit path: 7
layout cells sized above 1: 9.76%
CP Launch Type: flop
maximum vdd drop: 0.412 mV
DR pass1 iterations: 4
initial antenna violation count: 0
routed vias/inst: 4.13
Synth Seq Share: 57.6%
Inst Count DP: 227
R2R depth: 7
post-route insts no fill: 231
largest net degree at the start of global routing: 26
WHS Path Cells: 1
gr usage total: 9.56%
clk root buf: clkbuf_8
top layer in use: met3
Max Root-Sink Buffers: 2
yosys stat chip area: 1570 sq um
worst path buffer plus inverter count: 2
Rows: 25
Rel. slew slack: 58.3%
Ys Warns: 0
DR WL met3: 195 microns
Ports: 26
synth top area cells: dfxtp_1 (31%), dfrtp_1 (27%), nor2b_1 (9.5%), and2_1 (4.8%), xnor2_1 (3.3%)
endpoints left unconstrained: 36
==> layout make-up <==
type / instances / area [sq um] / share of cell area, %
Inverter: 6 / 23.8 / 1.22
Tap cell: 67 / 83.8 / 4.29
Clock buffer: 4 / 45.0 / 2.31
Timing Repair Buffer: 26 / 258 / 13.2
Multi-Input combinational cell: 87 / 637 / 32.6
Sequential cell: 41 / 906 / 46.4
==> cells in the mapped netlist <==
cell       n
dfrtp_1   17
o31ai_1    1
and3_1     1
nor3_1     1
clkbuf_1   2
nand4_1    4
nor4b_4    1
inv_1      5
mux2_4     1
dfxtp_1   24
nand2_1    2
nand4_2    2
nor4b_2    1
a31o_1     1
ha_1       2
nand2b_4   1
nor3b_1    1
nor2b_1   24
clkinv_2   1
and4_4     1
nor2_1     7
nor2_2     1
xnor2_1    6
and3_2     1
and2_2     1
xor2_1     4
a21oi_1    1
and2_1    12
xnor2_2    1
and4_1     3
o211ai_1   1
nand3_1    5
==> registers in the layout, indices dropped and copies added, names as in the netlist <==
name	count
ff1.q	12
db_clk.dclk	1
ff12.q	12
db_clk.count_val	16
==> placed cells by master (no fill, tap or decap), types with 2 or more instances in the layout <==
| cell type | instances |
|---|---|
| nor2b_1 | 24 |
| nand4_2 | 2 |
| nand4_1 | 4 |
| dfxtp_1 | 24 |
| nand3_1 | 5 |
| xor2_1 | 4 |
| and4_1 | 3 |
| clkbuf_8 | 3 |
| clkdlybuf4s50_1 | 25 |
| nor2_1 | 7 |
| inv_1 | 5 |
| xnor2_1 | 6 |
| dfrtp_1 | 17 |
| nand2_1 | 2 |
| and2_1 | 12 |
| ha_1 | 2 |
==> stage by stage <==
stage / setup slack, ns / total power [mW] / util [%] / area (sq um)
floorplan: 1.45 / 0.256 / - / 1570
global placement: 1.25 / 0.277 / 39.1 / 1910
detailed placement: 1.23 / 0.277 / 39.1 / 1910
CTS: 1.30 / 0.453 / 40.0 / 1950
global route: 1.16 / 0.465 / 40.0 / 1950
finish: 1.30 / 0.446 / 40.0 / 1950
==> metal layers <==
metal  up-vias  track usage, %
li1        503               -
met1       423            15.6
met2        29            13.6
met3         0            2.88
met4         0           0.210
met5         -               0
==> power breakdown <==
group / switching, mW / internal (mW)
combinational: 0.0138 / 0.0207
sequential: 0 / 0.238
clock: 0.0754 / 0.0973
==> kinds of logic after synthesis <==
group | count (synthesis) | synth area share, %
xor+xnor | 11 | 6.60
compound gates | 4 | 1.83
flops | 41 | 57.6
buf+inv | 8 | 1.99
simple gates | 69 | 29.5
mux | 1 | 0.954
fa+ha+maj | 2 | 1.59
==> path summary, 6_finish.rpt <==
path	slack (ns)	end	start
hold / removal	0.53	db_clk.count_val[13]	db_clk.count_val[13]
min in group asynchronous	0.95	db_clk.count_val[14]	rst
hold reg to reg	0.53	db_clk.count_val[13]	db_clk.count_val[13]
max in group asynchronous	1.54	db_clk.count_val[2]	rst
setup reg to reg	1.30	db_clk.count_val[9]	db_clk.count_val[0]
setup / recovery	1.30	db_clk.count_val[9]	db_clk.count_val[0]
No activity file was given, so power comes from the tool's default toggle rates.
